### flow/design.v
`timescale 1ns / 1ps
`default_nettype none
module Nbit_reg #(parameter n=1, r=0)
   (input  wire [n-1:0] in,
    output wire [n-1:0] out,
    input  wire         clk,
    input  wire         we,
    input  wire         gwe,
    input  wire         rst
    );
   reg [n-1:0] state;
   assign #(1) out = state;
   always @(posedge clk) 
     begin 
       if (gwe & rst) 
         state = r;
       else if (gwe & we) 
         state = in; 
     end
endmodule
`timescale 1ns / 1ps
`default_nettype none
module lc4_regfile_ss #(parameter n = 16)
   (input  wire         clk,
    input  wire         gwe,
    input  wire         rst,
    input  wire [  2:0] i_rs_A,       
    output wire [n-1:0] o_rs_data_A,  
    input  wire [  2:0] i_rt_A,       
    output wire [n-1:0] o_rt_data_A,  
    input  wire [  2:0] i_rs_B,       
    output wire [n-1:0] o_rs_data_B,  
    input  wire [  2:0] i_rt_B,       
    output wire [n-1:0] o_rt_data_B,  
    input  wire [  2:0]  i_rd_A,      
    input  wire [n-1:0]  i_wdata_A,   
    input  wire          i_rd_we_A,   
    input  wire [  2:0]  i_rd_B,      
    input  wire [n-1:0]  i_wdata_B,   
    input  wire          i_rd_we_B    
    );
    wire [n-1:0] r0_in, r1_in, r2_in, r3_in, r4_in, r5_in, r6_in, r7_in;  
    wire [n-1:0] r0_out, r1_out, r2_out, r3_out, r4_out, r5_out, r6_out, r7_out;  
    wire we_0, we_1, we_2, we_3, we_4, we_5, we_6, we_7;  
	assign r0_in = ((i_rd_B == 3'h0) && i_rd_we_B) ? i_wdata_B : i_wdata_A;
	assign r1_in = ((i_rd_B == 3'h1) && i_rd_we_B) ? i_wdata_B : i_wdata_A;
	assign r2_in = ((i_rd_B == 3'h2) && i_rd_we_B) ? i_wdata_B : i_wdata_A;
	assign r3_in = ((i_rd_B == 3'h3) && i_rd_we_B) ? i_wdata_B : i_wdata_A;
	assign r4_in = ((i_rd_B == 3'h4) && i_rd_we_B) ? i_wdata_B : i_wdata_A;
	assign r5_in = ((i_rd_B == 3'h5) && i_rd_we_B) ? i_wdata_B : i_wdata_A;
	assign r6_in = ((i_rd_B == 3'h6) && i_rd_we_B) ? i_wdata_B : i_wdata_A;
	assign r7_in = ((i_rd_B == 3'h7) && i_rd_we_B) ? i_wdata_B : i_wdata_A;
	assign we_0 = ((i_rd_A == 3'h0) & i_rd_we_A) | ((i_rd_B == 3'h0) & i_rd_we_B);
	assign we_1 = ((i_rd_A == 3'h1) & i_rd_we_A) | ((i_rd_B == 3'h1) & i_rd_we_B);
	assign we_2 = ((i_rd_A == 3'h2) & i_rd_we_A) | ((i_rd_B == 3'h2) & i_rd_we_B);
	assign we_3 = ((i_rd_A == 3'h3) & i_rd_we_A) | ((i_rd_B == 3'h3) & i_rd_we_B);
	assign we_4 = ((i_rd_A == 3'h4) & i_rd_we_A) | ((i_rd_B == 3'h4) & i_rd_we_B);
	assign we_5 = ((i_rd_A == 3'h5) & i_rd_we_A) | ((i_rd_B == 3'h5) & i_rd_we_B);
	assign we_6 = ((i_rd_A == 3'h6) & i_rd_we_A) | ((i_rd_B == 3'h6) & i_rd_we_B);
	assign we_7 = ((i_rd_A == 3'h7) & i_rd_we_A) | ((i_rd_B == 3'h7) & i_rd_we_B);
    Nbit_reg #(.n(n), .r(16'd0)) r0 (.in(r0_in), .out(r0_out), .clk(clk), .we(we_0), .gwe(gwe), .rst(rst));
    Nbit_reg #(.n(n), .r(16'd0)) r1 (.in(r1_in), .out(r1_out), .clk(clk), .we(we_1), .gwe(gwe), .rst(rst));
    Nbit_reg #(.n(n), .r(16'd0)) r2 (.in(r2_in), .out(r2_out), .clk(clk), .we(we_2), .gwe(gwe), .rst(rst));
    Nbit_reg #(.n(n), .r(16'd0)) r3 (.in(r3_in), .out(r3_out), .clk(clk), .we(we_3), .gwe(gwe), .rst(rst));
    Nbit_reg #(.n(n), .r(16'd0)) r4 (.in(r4_in), .out(r4_out), .clk(clk), .we(we_4), .gwe(gwe), .rst(rst));
    Nbit_reg #(.n(n), .r(16'd0)) r5 (.in(r5_in), .out(r5_out), .clk(clk), .we(we_5), .gwe(gwe), .rst(rst));
    Nbit_reg #(.n(n), .r(16'd0)) r6 (.in(r6_in), .out(r6_out), .clk(clk), .we(we_6), .gwe(gwe), .rst(rst));
    Nbit_reg #(.n(n), .r(16'd0)) r7 (.in(r7_in), .out(r7_out), .clk(clk), .we(we_7), .gwe(gwe), .rst(rst));
	assign o_rs_data_A = 	((i_rs_A == i_rd_B) && i_rd_we_B) ? i_wdata_B :  
							((i_rs_A == i_rd_A) && i_rd_we_A) ? i_wdata_A :  
							(i_rs_A == 3'h0) ? r0_out :
							(i_rs_A == 3'h1) ? r1_out :
							(i_rs_A == 3'h2) ? r2_out :
							(i_rs_A == 3'h3) ? r3_out :
							(i_rs_A == 3'h4) ? r4_out :
							(i_rs_A == 3'h5) ? r5_out :
							(i_rs_A == 3'h6) ? r6_out :
							r7_out; 
	assign o_rt_data_A = 	((i_rt_A == i_rd_B) && i_rd_we_B) ? i_wdata_B :  
							((i_rt_A == i_rd_A) && i_rd_we_A) ? i_wdata_A :  
							(i_rt_A == 3'h0) ? r0_out :
							(i_rt_A == 3'h1) ? r1_out :
							(i_rt_A == 3'h2) ? r2_out :
							(i_rt_A == 3'h3) ? r3_out :
							(i_rt_A == 3'h4) ? r4_out :
							(i_rt_A == 3'h5) ? r5_out :
							(i_rt_A == 3'h6) ? r6_out :
							r7_out;
	assign o_rs_data_B = 	((i_rs_B == i_rd_B) && i_rd_we_B) ? i_wdata_B :  
							((i_rs_B == i_rd_A) && i_rd_we_A) ? i_wdata_A :  
							(i_rs_B == 3'h0) ? r0_out :
							(i_rs_B == 3'h1) ? r1_out :
							(i_rs_B == 3'h2) ? r2_out :
							(i_rs_B == 3'h3) ? r3_out :
							(i_rs_B == 3'h4) ? r4_out :
							(i_rs_B == 3'h5) ? r5_out :
							(i_rs_B == 3'h6) ? r6_out :
							r7_out; 
	assign o_rt_data_B = 	((i_rt_B == i_rd_B) && i_rd_we_B) ? i_wdata_B :  
							((i_rt_B == i_rd_A) && i_rd_we_A) ? i_wdata_A :  
							(i_rt_B == 3'h0) ? r0_out :
							(i_rt_B == 3'h1) ? r1_out :
							(i_rt_B == 3'h2) ? r2_out :
							(i_rt_B == 3'h3) ? r3_out :
							(i_rt_B == 3'h4) ? r4_out :
							(i_rt_B == 3'h5) ? r5_out :
							(i_rt_B == 3'h6) ? r6_out :
							r7_out; 
endmodule
### flow/constraint.sdc
current_design lc4_regfile_ss

set clk_period 7.9
set clk_io_pct 0.2

create_clock -name clk0 -period $clk_period [get_ports {clk}]

set non_clock_inputs [all_inputs -no_clocks]
set_input_delay [expr $clk_period * $clk_io_pct] -clock clk0 $non_clock_inputs
set_output_delay [expr $clk_period * $clk_io_pct] -clock clk0 [all_outputs]
### flow/config.mk
export PLATFORM = sky130hd
export DESIGN_NAME = lc4_regfile_ss
export DESIGN_NICKNAME = lc4_regfile_ss
export VERILOG_FILES = /design/flow/design.v
export SDC_FILE = /design/flow/constraint.sdc
export NUM_CORES = 4
export LEC_CHECK = 1
export CORE_UTILIZATION = 30
### flow/run.sh
#!/bin/bash
# OpenROAD 26Q1-2900-gdf79404cd8, Yosys 0.63+post, stock flow scripts
make -C /OpenROAD-flow-scripts/flow DESIGN_CONFIG=/design/flow/config.mk WORK_HOME=/design/flow/orfs finish
==> flow_metrics.tcl <==
# place-and-route summary
set metrics [dict create \
    dr.first_iter.drc_count 1627 \
    top_area_frac 0.2107 \
    diodes 0 \
    cp_slowest_cell "clkdlybuf4s50_1" \
    die_w_um 203.3 \
    io_buffers 118 \
    cts.clk_slew.worst_paths_ns 0.06 \
    row_count 73 \
    dr.pass1.iters 9 \
    synth.cellmix.simpleShare 0.1654 \
    aoi_share 0.3494 \
    cts_hold_buf 0 \
    finalSetupViolCount 0 \
    root_buffer "clkbuf_16" \
    total_power_mw 2.464 \
    cts_resized 0 \
    start_kind "input pin" \
    yosysSeqAreaShare 0.2107 \
    viasPerCell 6.496 \
    worst_pin_slew_ns 0.9622 \
    cp_max_fo 12 \
    dpl.hpwl_um 40850 \
    logic_family "AND-OR/OR-AND gates" \
    synthArstFlopShare 0 \
    worstSetupPathType "in -> out" \
    h-tree-depth 4 \
    ys_types 74 \
    hold_viol_final 0 \
    grt_pass1_wl_um 89440 \
    power_density_nw_per_um2 174.6 \
    cts_max_path_buffers 2 \
    synthXorXnorAreaFrac 0.01729 \
    die_h_um 203.3 \
    switching_share 0.3694 \
    final_common_cell "nor2_1" \
    tns_ns 0 \
    fin_hold_ws_ns 0.5162 \
    finalCritPeriodShare 0.8383 \
    yosysChipArea_um2 12160 \
    grt_overflow 0 \
    numSynthFlops 128 \
    wl_um 61790 \
    combPwrFrac 0.332 \
    grt_pass1_vias 12710 \
    required_ns 6.32 \
    cp.arrival_ns 5.04 \
    drv_cap 0 \
    fill_cells 4139 \
    power_frac_seq 0.333 \
    ir_drop_mv 0.1303 \
    ys_sh_adder 0 \
    cpMostUsedCell "clkdlybuf4s50_1" \
    cts_inserted_buffers 17 \
    lay_top_cells "nor2_1 (215), a211oi_1 (143), mux2i_1 (142), dfxtp_1 (128), clkdlybuf4s50_1 (109)" \
    drc 0 \
    drv_slew 0 \
    syn_avg_cell_area_um2 7.586 \
    insertion_delay_ns 0.45 \
    cp-endpoint "o_rt_data_B[4]" \
    p_int_mw 1.554 \
    mux_area_frac 0.1743 \
    grt_usage 0.2985 \
    rsz0062_at_grt "false" \
    end_kind "output pin" \
    cts_tree "yes" \
    status "finished clean" \
    antenna_found_initial 0 \
    netlist_area_um2 12160 \
    wl_per_cell_um 28.81 \
    num_vias 13930 \
    clockPowerShare 0.335 \
    holdCritPathClass "reg -> reg" \
    cp_slowest_stage_delay_ns 0.81 \
    synth_cells 1603 \
    p_switching_mw 0.9102 \
    gp_congestion 1.040 \
    r2r_slack_ns 6.95 \
    edf_count 0 \
    drive_above_1_share 0.1099 \
    ys_cells 1603 \
    p_leak_nw 4.826 \
    regToRegEndpoint "r3.state[7]" \
    reg2reg_depth 2 \
    ant_nets 0 \
    area_growth_pct 16.05 \
    r2r_start "r3.state[7]" \
    tool_warnings 25 \
    pin_count 119 \
    cts_sinks 128 \
    fmax_mhz 151.0 \
    synthFlopType "dfxtp_1" \
    area_leaders "dfxtp_1 (21%), mux2i_1 (12%), a211oi_1 (8.8%), nor2_1 (6.6%), mux2_2 (5.0%)" \
    min_period_ns 6.622 \
    grt_start_max_net_pins 68 \
    crit_chain "clkdlybuf4s50_1 -> xnor2_1 -> nand3_1 -> nor2_1 -> a211oi_1 -> o22ai_1 -> clkdlybuf4s50_1" \
    die_area_um2 41340 \
    core_um2 39820 \
    yosysTopAreaCell "dfxtp_1" \
    critPathLaunch "i_rt_B[2]" \
    fp-utilization 0.3054 \
    yosysWarnings 1 \
    max_slew_margin 0.3536 \
    postCtsSetupBuffers 0 \
    fin_worst_skew_ns 0 \
]
## area by class of cell
type                    instances  area [µm²]  area share
clock buffers                  18       439.2     0.03112
flip-flops and latches        128        2562      0.1816
inverters                      35       131.4    0.009309
multi-input cells            1257        8640      0.6122
well taps                     525       656.9     0.04655
clock inverters                14       158.9     0.01126
repair buffers                168        1524      0.1080
## power groups by stage
stage	clock (mW)	combinational, mW	sequential [mW]
CTS	0.831	0.795	0.817
global route	0.861	0.865	0.828
finish	0.825	0.817	0.821
## layer usage
| metal | track usage | vias up | routed length, µm |
|---|---|---|---|
| li1 | - | 6132 | - |
| met1 | 0.4317 | 6655 | 25950 |
| met2 | 0.4292 | 994 | 25740 |
| met3 | 0.08065 | 152 | 7496 |
| met4 | 0.1010 | 0 | 2607 |
| met5 | 0 | - | 0 |
## flip-flops by register name (all words and copies together) (netlist names)
name,flops
r0.state,16
r1.state,16
r2.state,16
r3.state,16
r4.state,16
r5.state,16
r6.state,16
r7.state,16
## logic make-up (layout without fill, tap and decap cells)
group / after synthesis / count (layout)
buffers and inverters: 218 / 235
AND-OR/OR-AND: 606 / 606
flip-flops: 128 / 128
XOR/XNOR: 24 / 24
AND/OR/NAND/NOR: 427 / 427
multiplexers: 200 / 200
## critical path: cells and delay by family
kind | cells | cell delay, ns
buf+inv | 2 | 1.35
simple gates | 2 | 1.19
compound gates | 2 | 0.49
xor+xnor | 1 | 0.42
## cells in the mapped netlist, types with 15 or more instances
library cell,number
o221ai_1,15
nand2_1,75
o21ai_0,98
a211oi_1,143
inv_1,33
o22ai_1,51
dfxtp_1,128
o22a_1,16
mux2i_1,142
nor2_1,215
a221oi_1,60
nand2b_1,15
xnor2_1,16
buf_2,75
a222oi_1,16
a21oi_1,79
a31oi_1,29
nor2b_1,40
a22oi_1,28
mux2_2,54
nor3_1,18
clkbuf_1,86
## how the worst min path moves through the flow
stage,depth (start not counted),startpoint,end,slack (ns)
after CTS,2,r6.state[8],r6.state[8],0.52
after global routing,2,r6.state[8],r6.state[8],0.55
final,2,r6.state[8],r6.state[8],0.52
## per-stage QoR
step	utilization	area [µm²]	instances	setup WS [ns]
after detailed placement	0.3394	13510	2113	1.510
after global placement	0.3394	13510	2113	1.575
after CTS	0.3544	14110	2145	1.504
after floorplan	-	12160	1603	3.391
after global routing	0.3544	14110	2145	1.171
final	0.3544	14110	2145	1.278
Power is estimated from default activity; no workload was simulated.
